<file path="flow/config.mk">
export PLATFORM = sky130hd
export DESIGN_NAME = vdp_top
export DESIGN_NICKNAME = vdp_top
export VERILOG_FILES = /design/flow/design.v
export SDC_FILE = /design/flow/constraint.sdc
export NUM_CORES = 4
export LEC_CHECK = 1
export CORE_UTILIZATION = 40
</file>
<file path="flow/constraint.sdc">
current_design vdp_top

set clk_period 30.3
set clk_io_pct 0.2

create_clock -name clk0 -period $clk_period [get_ports {clk}]

set non_clock_inputs [all_inputs -no_clocks]
set_input_delay [expr $clk_period * $clk_io_pct] -clock clk0 $non_clock_inputs
set_output_delay [expr $clk_period * $clk_io_pct] -clock clk0 [all_outputs]
</file>
<file path="flow/design.v">
`timescale 1ns / 1ps
module alu_add_sub (
    input signed [31:0] a,
    input signed [31:0] b,
    input sub_ctrl,  
    output signed [31:0] out
);
    assign out = sub_ctrl ? (a - b) : (a + b);
endmodule
`timescale 1ns / 1ps
module comparator (
    input signed [31:0] t,
    input signed [31:0] a_limit,
    output out_bool
);
    assign out_bool = (t < a_limit);  
endmodule
`timescale 1ns / 1ps
module multiplier (
    input signed [31:0] a,
    input signed [31:0] b,
    output signed [31:0] out
);
    wire signed [63:0] prod = a * b;
    assign out = prod[47:16];  
endmodule
`timescale 1ns / 1ps
module vdp_controller (
    input clk, reset, start,
    output reg [2:0] state,
    output reg [1:0] mux_sel,
    output reg alu_sub,
    output reg done
);
    localparam IDLE=3'd0, S1=3'd1, S2=3'd2, S3=3'd3, S4=3'd4;
    always @(posedge clk) begin
        if (reset) begin
            state <= IDLE;
            done <= 0;
        end else begin
            case (state)
                IDLE: begin done <= 0; if (start) state <= S1; end
                S1: state <= S2;
                S2: state <= S3;
                S3: state <= S4;
                S4: begin done <= 1; state <= IDLE; end
                default: state <= IDLE;
            endcase
        end
    end
    always @(*) begin
        case (state)
            S1: begin mux_sel = 2'b00; alu_sub = 0; end  
            S2: begin mux_sel = 2'b01; alu_sub = 0; end  
            S3: begin mux_sel = 2'b10; alu_sub = 1; end  
            S4: begin mux_sel = 2'b11; alu_sub = 1; end  
            default: begin mux_sel = 2'b00; alu_sub = 0; end
        endcase
    end
endmodule
`timescale 1ns / 1ps
module vdp_top (
    input clk, reset, start,
    input signed [31:0] ext_mu, ext_dt, ext_a,
    output signed [31:0] x_out,
    output done
);
    reg signed [31:0] R1, R2, R3, R4, R5, R6, R7, R8;
    reg R9;
    wire [2:0] state;
    wire [1:0] mux_ctrl;
    wire sub_bit;
    wire signed [31:0] m1_out, m2_out, alu_out;
    wire c_out;
    reg signed [31:0] m1_a, m1_b, m2_a, m2_b, alu_a, alu_b;
    vdp_controller CU (clk, reset, start, state, mux_ctrl, sub_bit, done);
    multiplier M1 (m1_a, m1_b, m1_out);
    multiplier M2 (m2_a, m2_b, m2_out);
    alu_add_sub ALU (alu_a, alu_b, sub_bit, alu_out);
    comparator COM (R7, R8, c_out);
    always @(*) begin
        case (mux_ctrl)
            2'b00: begin  
                m1_a = R3; m1_b = R4;  
                m2_a = R4; m2_b = R6;  
                alu_a = R4; alu_b = R7;  
            end
            2'b01: begin  
                m1_a = R1; m1_b = R5;  
                m2_a = R5; m2_b = R2; 
                alu_a = R1; alu_b = R6;  
            end
            2'b10: begin alu_a = R1; alu_b = R3; end  
            2'b11: begin alu_a = R1; alu_b = R2; end  
            default: begin m1_a = 0; m1_b = 0; m2_a = 0; m2_b = 0; alu_a = 0; alu_b = 0; end
        endcase
    end
    always @(posedge clk) begin
        if (reset) begin
            R3 <= 0; R6 <= 32'h00010000; R7 <= 0;  
        end else if (start && state == 3'd0) begin
            R4 <= ext_dt; R5 <= ext_mu; R8 <= ext_a;  
        end else begin
            case (state)
                3'd1: begin R1 <= m1_out; R2 <= m2_out; R7 <= alu_out; R9 <= c_out; end
                3'd2: begin R1 <= m1_out; R2 <= m2_out; R6 <= alu_out; end
                3'd3: begin R1 <= alu_out; end
                3'd4: begin R3 <= alu_out; end
            endcase
        end
    end
    assign x_out = R6;
endmodule
</file>
<file path="flow/run.sh">
#!/bin/bash
# OpenROAD 26Q1-2900-gdf79404cd8, Yosys 0.63+post, stock flow scripts
make -C /OpenROAD-flow-scripts/flow DESIGN_CONFIG=/design/flow/config.mk WORK_HOME=/design/flow/orfs finish
</file>
==> results.yml <==
# generated from flow reports
timing:
  tns_ns: 0
  untimed_endpoints: 128
  unclocked_regs: 96
  hold_violations: 0
  rsz0062_at_grt: "false"
  min_period_ns: 8.12
  tightest_slew_ns: 0.981
  maxSlewHeadroom_pct: 34.6
  drv_slew: 0
  max_freq_ghz: 0.123
  finalCritPeriodShare_pct: 26.8
  setup_viol: 0
  final.setup_skew_ns: 0.0373
worst_setup_path:
  path_delay_family: "buffers and inverters"
  worstPathRequired_ns: 30.56
  reg2regPathDepth: 22
  path_class: "input pin to flop"
  setup.worst_path.start_class: "input pin"
  critical-path-slowest-cell: "nor2_4"
  worstPathMaxFanout: 48
  max_stage_delay_ns: 0.71
  cp_num_buf_inv: 2
  cp_cell_sequence: "clkdlybuf4s50_1, nand2_1, nor2_4, buf_4"
  worst-path-stages: 4
  cp.arrival_ns: 8.38
  cp-end-kind: "flop"
yosys:
  adder_share_pct: 53.5
  muxShareOfSynthArea_pct: 1.93
  logic_family: "adder cells"
  ys.warnings.count: 2
  top_area_share_pct: 47.2
  netlist_instances: 7726
  edf_count: 128
  xor_area_share_pct: 2.39
  ys_async_sr_fraction_pct: 0
  area_leaders: "fa_1, inv_1, nand2_1"
  synth.cell_area_mm2: 0.0712
  synth_top_flop_cell: "edfxtp_1"
  ys_cells: 7726
  ys_types: 88
  largest_area_cell: "fa_1"
  avgSynthCellArea_um2: 9.21
  synthAoiAreaFrac_pct: 4.63
  yosys_area_mm2: 0.0712
  simple_gate_area_share_pct: 16.1
  ys.flops: 326
detailed_routing:
  drc_errors: 0
  drt-pass1-iter-count: 7
  drt_iter0_markers: 2547
  wl_um: 205000
  vias_per_cell: 5.13
  vias: 50700
  ant_nets: 0
  wire_per_inst_um: 20.7
cts:
  clk_pin_slew_ns: 0.06
  cts_resized: 0
  numCtsBuffers: 28
  post-cts-setup-buffer-count: 0
  tritoncts: "built"
  cts_buffer_depth: 3
  clk_root_buffer_cell: "clkbuf_16"
  htreeDepth: 1
  clock_latency_ns: 0.64
  ctsHoldBuffers: 0
layout:
  drive_gt1_share_pct: 4.45
  final_core_util_pct: 42.6
  area_growth_pct: 5.77
placed_design:
  io_buffers: 99
  dp_hpwl_um: 157000
  gp_congestion: 0.965
worst_hold_path:
  holdPathStages: 2
  hold_class: "flop to flop"
grt:
  grt_pass1_wl_um: 326000
  antenna_found_initial: 10
  grt_overflow_total: 0
  grtUsageTotal_pct: 25.5
  first_global_vias: 55500
  grt_max_degree: 68
floorplanning:
  row_count: 154
  die_h_um: 424
  fp-utilization_pct: 40.3
  die_w_um: 424
  die_area_mm2: 0.180
  coreArea_mm2: 0.176
  io_pins: 132
power:
  power_density_mw_per_mm2: 16.4
  vdd_drop_max_v: 0.0000429
  leakagePower_uw: 0.0355
flow_run:
  warnings: 57
  cap_violations: 0
status:
  outcome: "completed"
registers in the layout, summed over array words and instances, names as in the netlist:
register / count
R6: 32
R3: 32
m2_a: 32
R4: 32
R7: 32
R5: 32
CU.done: 1
R1: 32
R2: 32
CU.state: 5
m1_a: 32
m2_b: 32
kinds of logic (layout without fill, tap and decap cells):
logic type	after synthesis	in the layout
compound gates	518	518
xor+xnor	194	194
fa+ha+maj	2035	2035
buf+inv	2111	1939
flops	230	230
latches	96	96
mux	124	124
other cells	0	3
simple gates	2418	2418
metal layers:
metal	global-route usage (%)	wire, um	vias to the layer above
met5	0.430	144	-
met4	7.52	8160	14
met3	11.1	23300	296
met2	37.0	91400	2261
met1	36.2	81600	25800
li1	-	-	22300
placed cells by master (no fill, tap or decap), types with 23 or more instances in the layout:
cell type / netlist / layout
a21oi_1: 179 / 177
ha_1: 358 / 358
dfxtp_1: 102 / 100
clkbuf_16: 0 / 29
nor2b_1: 34 / 34
buf_4: 1 / 131
nand2_1: 1332 / 1332
edfxtp_1: 128 / 128
a211oi_1: 29 / 29
fa_1: 1677 / 1677
inv_1: 1658 / 1657
xnor2_1: 129 / 129
nand4_1: 23 / 23
dlxtn_2: 0 / 28
nor2_1: 150 / 148
mux2_2: 103 / 103
clkdlybuf4s50_1: 0 / 98
nand3_1: 45 / 45
xor2_1: 65 / 65
nand2b_1: 26 / 26
dlxtn_1: 96 / 68
o21ai_0: 96 / 96
and2_1: 731 / 731
a21o_1: 45 / 45
power breakdown:
part	switching (uW)	internal, uW	total, uW
sequential	19.1	358	377
clock	160	186	346
combinational	320	190	509
through the flow:
step | hold slack, ns | setup WS (ns) | total power (uW) | cells | instance area, um2
2_1_floorplan | 0.432 | 20.66 | 715 | 7726 | 71200
3_3_place_gp | 0.438 | 21.57 | 883 | 9842 | 74400
3_5_place_dp | 0.447 | 21.50 | 884 | 9842 | 74400
4_1_cts | 0.456 | 22.18 | 1240 | 9894 | 75300
5_1_grt | 0.480 | 22.03 | 1300 | 9895 | 75300
6_report | 0.454 | 22.18 | 1230 | 9897 | 75300
layout make-up:
| class | count | area, um2 |
|---|---|---|
| antenna | 3 | 7.51 |
| timing repair buffer | 229 | 1960 |
| tap | 2340 | 2930 |
| inverter | 1658 | 6220 |
| fill | 16900 | 101000 |
| multi-input combinational | 5289 | 55900 |
| clock buffer | 31 | 733 |
| clock inverter | 21 | 171 |
| sequential | 326 | 7360 |
worst paths after layout:
| path | start | to | slack, ns |
|---|---|---|---|
| worst max-delay path | start | R5[3] | 22.18 |
| worst max register to register | CU.state[1] | R1[31] | 23.62 |
| worst min register to register | R7[16] | R7[16] | 0.45 |
| worst min-delay path | R7[16] | R7[16] | 0.45 |
worst min-delay path: stages, from the launching register on:
cell and delay (ns):
dfxtp_1 0.31, nand2_1 0.05, a21oi_1 0.05
cell usage after synthesis (6+ instances only):
cell,count
nor2_1,150
edfxtp_1,128
nand2b_1,26
a31oi_1,13
dfxtp_1,102
inv_1,1658
a22oi_1,11
nand2_1,1332
fa_1,1677
o211ai_1,8
o31ai_1,14
nor3_1,19
and2_1,731
buf_1,18
mux2i_1,16
xor2_1,65
ha_1,358
a21o_1,45
o21ai_0,96
xnor2_1,129
clkbuf_1,422
a222oi_1,12
and3_1,10
dlxtn_1,96
or4_1,6
nand4_1,23
a21oi_1,179
o22ai_1,16
buf_6,7
mux2_2,103
or3_1,9
o21a_1,17
o21bai_1,10
nor2b_1,34
a211oi_1,29
nand3_1,45
Power figures rest on the tool's default switching activity, not on a simulated workload.
